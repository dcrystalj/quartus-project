===== /design/flow/design.v =====
module add_16 (x1, x2, c_in, r, c_out);
	parameter SIZE = 16;
	parameter SUB_MODULES = 4; 
	input [SIZE-1:0] x1, x2;
	input c_in;
	output [SIZE-1:0] r;
	output c_out;
	wire [SUB_MODULES:0] c_tmp;
	assign c_tmp[0] = c_in;
	genvar i;
	generate
		for (i = 0; i < SUB_MODULES; i = i + 1) 
			begin: gen_add4
				localparam integer j = i * SUB_MODULES;
				localparam integer k = (i+1) * SUB_MODULES - 1;
				add_4 add4 ( .x1(x1[k:j]), .x2(x2[k:j]), .c_in(c_tmp[i]), 
								 .c_out(c_tmp[i+1]), .r(r[k:j]));
		end
	endgenerate
	assign c_out = c_tmp[SUB_MODULES];
endmodule
module add_4 (x1, x2, c_in, r, c_out);
	parameter SIZE = 4;
	input [SIZE-1:0] x1, x2;
	input c_in;
	output [SIZE-1:0] r;
	output c_out;
	wire [SIZE:0] c_tmp;
	assign c_tmp[0] = c_in;
	genvar i;
	generate
		for (i = 0; i < SIZE; i = i+1) 
			begin: gen_full_adder
				full_adder fa ( .x1(x1[i]), .x2(x2[i]), .c_in(c_tmp[i]), 
								 .c_out(c_tmp[i+1]), .r(r[i]));
		end
	endgenerate
	assign c_out = c_tmp[SIZE];
endmodule
module full_adder (x1, x2, c_in, c_out, r);
	input x1, x2, c_in;
	output c_out, r;
	wire r_ha_1, c1, c2; 
	half_adder ha1( .x1(x1), .x2(x2), .r(r_ha_1), .c(c1));  
	half_adder ha2( .x1(r_ha_1), .x2(c_in), .r(r), .c(c2));  
	or(c_out, c1, c2);  
endmodule
module half_adder (x1, x2, c, r);
 input x1, x2;
 output c, r;  
 and(c, x1, x2);
 xor(r, x1, x2);
endmodule 

===== /design/flow/run.sh =====
#!/bin/bash
# OpenROAD 26Q1-2900-gdf79404cd8, Yosys 0.63+post, stock flow scripts
make -C /OpenROAD-flow-scripts/flow DESIGN_CONFIG=/design/flow/config.mk WORK_HOME=/design/flow/orfs finish

===== /design/flow/config.mk =====
export PLATFORM = sky130hd
export DESIGN_NAME = add_16
export DESIGN_NICKNAME = add_16
export VERILOG_FILES = /design/flow/design.v
export SDC_FILE = /design/flow/constraint.sdc
export NUM_CORES = 4
export LEC_CHECK = 1
export CORE_AREA = 10 10 77 77
export DIE_AREA = 0 0 87 87

===== /design/flow/constraint.sdc =====
current_design add_16

set clk_period 12.4
set clk_io_pct 0.2

create_clock -name clk0 -period $clk_period

set non_clock_inputs [all_inputs -no_clocks]
set_input_delay [expr $clk_period * $clk_io_pct] -clock clk0 $non_clock_inputs
set_output_delay [expr $clk_period * $clk_io_pct] -clock clk0 [all_outputs]

==> job_summary.md <==
## PnR job results

| Metric | Value |
|---|---|
| Outcome | completed |
| Switching share of power | 0.259 |
| Final wirelength | 1520 um |
| Flip-flop and latch area | 0 sq um |
| Antenna Nets Post-Route | 0 |
| PwrDens | 46.6 mW/mm^2 |
| Die area | 0.00757 sq mm |
| Critical path type | in2out |
| Area reported by Yosys stat | 478 sq um |
| NetSw | 0.0112 mW |
| Placed cells | 128 |
| Post-place instance area | 923 sq um |
| Largest net degree at the start of global routing | 2 |
| Post-synthesis cell count | 42 |
| Die Wd | 87 um |
| Final setup fails | 0 |
| P_leak | 0.365 nW |
| Max frequency | 0.0828 GHz |
| First drt pass iteration count | 1 |
| Sequential share of the synthesized area | 0 |
| Post-CTS Setup Repair Bufs | 0 |
| Setup ws final | 0.326 ns |
| Syn Area/Cell | 11.4 sq um |
| Sequential share of power | 0 |
| Log Warnings | 32 |
| GRT Total Usage | 0.0393 |
| Fraction of layout cells with a size suffix above 1 | 0.0132 |
| Min cycle time layout | 12.07 ns |
| Power, Total | 0.0432 mW |
| Syn Std Cell Area | 478 sq um |
| Comb power frac | 1.000 |
| Clk_buf instances | 0 |
| Finished Layout Cells | 128 |
| Max cap viols | 0 |
| First-pass GRT wire length | 2370 um |
| Worst EP required | 9.92 ns |
| Crit path DAT | 9.59 ns |
| Port Buffers | 50 |
| Vias/cell | 3.01 |
| Hold slack | 5.99 ns |
| Placer Congestion | 0.829 |
| Fp util | 0.110 |
| Worst Setup End Kind | primary output |
| Yosys warning tally | 0 |
| Worst min-delay path startpoint | c_in |
| Flop count | 0 |
| N_diodes | 0 |
| Clock power frac | 0 |
| PostCTS Resize Cnt | 0 |
| Crit-path max FO | 1 |
| Final instance area | 926 sq um |
| Final Cycle Share | 0.974 |
| Number of global-route vias before repair | 471 |
| FP Rows | 24 |
| Initial antenna violation count | 0 |
| DP Wirelength | 1550 um |
| Hold_buf cts | 0 |
| Via Count | 385 |
| Final Hold Fails | 0 |
| Core area | 0.00435 sq mm |
| WL per Instance | 11.9 um |
| Initial drt markers | 0 |
| Hold Path Sink | r[0] |
| RSZ-0062 raised after global routing | no |
| Ys cells | 42 |
| Final Core Density | 0.213 |
| # DRC | 0 |
| Hold depth | 5 |
| Maximum vdd drop | 0.0165 mV |
| Max-slew violation count | 0 |
| Ports | 50 |
| Internal power | 0.0320 mW |
| Area Overhead vs Synth | 93.7% |
| CP Launch Type | input port |
| Placement Setup Slack | 0.206 ns |
| Worst slew margin | 0.928 |
| Hold WC Path Type | in2out |
| Fin Setup TNS | 0 ns |
| Slew @ Worst Pin | 0.107 ns |
| Grt ovf | 0 |
| Cell Type Count | 3 |
| Die Y | 87 um |
-- cells in the final DEF, fill, tap and decap left out, drive strengths merged --
cell / netlist / routed
inv: 10 / 10
clkdlybuf4s50: 0 / 50
fa: 16 / 16
-- metal layers --
| metal | vias up | track usage | share of wire |
|---|---|---|---|
| met3 | 0 | 0.0472 | 0.34 |
| li1 | 168 | - | - |
| met4 | 0 | 0 | 0 |
| met1 | 170 | 0.0424 | 0.32 |
| met5 | - | 0 | 0 |
| met2 | 47 | 0.0520 | 0.34 |
-- cell type report --
class / count / area (sq um)
Fill cell: 448 / 3430
Timing Repair Buffer: 50 / 500
Multi-Input combinational cell: 16 / 323
Tap cell: 52 / 65.1
Inverter: 10 / 37.5
-- power by group through the flow --
| stage | Combinational (mW) | Clock (mW) | Sequential [mW] |
|---|---|---|---|
| finish | 0.0432 | 0 | 0 |
| global route | 0.0489 | 0 | 0 |
| CTS | 0.0449 | 0 | 0 |
-- cell families after synthesis --
group,count (synthesis),synth area share
buf+inv,26,0.330
fa+ha+maj,16,0.670
-- critical path: stages --
cell	delay [ns]
clkdlybuf4s50_1	0.40
inv_1	0.08
fa_1	0.17
inv_1	0.05
fa_1	0.38
fa_1	0.39
fa_1	0.41
fa_1	0.40
fa_1	0.39
fa_1	0.39
fa_1	0.39
fa_1	0.38
fa_1	0.38
fa_1	0.38
fa_1	0.41
fa_2	0.36
fa_1	0.38
fa_1	0.36
inv_1	0.07
fa_1	0.40
inv_1	0.06
clkdlybuf4s50_1	0.47
-- synthesized netlist by cell type --
library cell  number  area, sq um
buf_4             16          120
fa_1              16          320
inv_1             10         37.5
-- worst max-delay path by stage --
stage	start	to	slack (ns)
5_1_grt	x1[0]	r[15]	0.03
6_report	x1[0]	r[15]	0.33
4_1_cts	x1[0]	r[15]	0.21
Power is estimated from default activity; no workload was simulated.
