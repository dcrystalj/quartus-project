<file path="/design/flow/run.sh">
#!/bin/bash
# OpenROAD 26Q1-2900-gdf79404cd8, Yosys 0.63+post, stock flow scripts
make -C /OpenROAD-flow-scripts/flow DESIGN_CONFIG=/design/flow/config.mk WORK_HOME=/design/flow/orfs finish
</file>
<file path="/design/flow/config.mk">
export PLATFORM = sky130hd
export DESIGN_NAME = test2_a
export DESIGN_NICKNAME = test2_a
export VERILOG_FILES = /design/flow/design.v
export SDC_FILE = /design/flow/constraint.sdc
export NUM_CORES = 4
export LEC_CHECK = 1
export CORE_UTILIZATION = 40
</file>
<file path="/design/flow/constraint.sdc">
current_design test2_a

set clk_period 12.2
set clk_io_pct 0.2

create_clock -name clk0 -period $clk_period

set non_clock_inputs [all_inputs -no_clocks]
set_input_delay [expr $clk_period * $clk_io_pct] -clock clk0 $non_clock_inputs
set_output_delay [expr $clk_period * $clk_io_pct] -clock clk0 [all_outputs]
</file>
<file path="/design/flow/design.v">
module test2_a(q, a, b);
output reg [15:0] q;
input [7:0] a, b;
reg [15:0] tmp [7:0];
always @(a or b) begin
	tmp[0] = b[0] ? a : 16'b0;
	tmp[1] = tmp[0] + (b[1] ? {a, 1'b0} : 16'b0);
	tmp[2] = tmp[1] + (b[2] ? {a, 2'b0} : 16'b0);
	tmp[3] = tmp[2] + (b[3] ? {a, 3'b0} : 16'b0);
	tmp[4] = tmp[3] + (b[4] ? {a, 4'b0} : 16'b0);
	tmp[5] = tmp[4] + (b[5] ? {a, 5'b0} : 16'b0);
	tmp[6] = tmp[5] + (b[6] ? {a, 6'b0} : 16'b0);
	tmp[7] = tmp[6] + (b[7] ? {a, 7'b0} : 16'b0);
	q = tmp[7];
end
endmodule
</file>
==> results.yml <==
# flow metrics
outcome:
  status: "completed"
synth:
  netlist_area_um2: 1941
  synth-cells-yosys: 209
  synth-seq-area-share: 0
  synth.lib_cells_used.distinct: 26
  netlist_top_cells_area: "fa_1 39%, ha_1 20%, and2_1 15%"
  top_cell_area_share: 0.3920
  post_synth_inst_count: 209
  synth_chip_area_um2: 1941
  yosys_warnings: 2
  synth_top_cell_by_area: "fa_1"
  synthesized_area_divided_by_synthesized_cell_count_um2: 9.285
final_timing:
  maximum_clock_rate_ghz: 0.1030
  max_slew.worst_pin.slew_ps: 323.9
  setup_violations_final: 0
  final_hold_fails: 0
  final_period_minus_worst_setup_slack_ps: 9705
  timing.setup.tns_ps: 0
  min_period_over_period: 0.7955
  maxSlewHeadroom: 0.7834
  rsz0062_at_grt: "false"
  final_max_slew_viol_count: 0
cells_and_area:
  post_layout_nonfiller_instances: 293
  drive_above_1_share: 0.03734
  area_growth_syn_to_layout_pct: 19.86
  layout_clock_buffers: 0
  seq_area_um2: 0
  sequential_cell_total: 0
  final_layout_top_logic_cell: "and2_1"
  layout_top_cells: "47 x and2_1, 38 x fa_1, 35 x inv_1"
  final.fill_count: 449
floorplan:
  fp-utilization: 0.4308
  coreArea_um2: 4504
  die_area_um2: 5134
  ioPinCount: 32
  floorplan.rows: 24
  die_y_um: 71.65
  floorplan.die.width_um: 71.65
grt:
  grt_max_degree: 9
  overflow: 0
  grt_antenna_before_repair: 0
  vias_in_the_first_global_route: 1451
  grt_pass1_wl_um: 6637
  global_route_usage_over_all_layers: 0.1672
worst_hold_path:
  worst_hold_path_type: "input pin to output port"
placed_design:
  gpl_wtd_cong: 0.8714
  numPlacedInstances: 293
  dp_hpwl_um: 3184
  io_buffers: 32
detailed_routing:
  finalWirelength_um: 3736
  dr_total_vias: 1456
  antennaDiodeCount: 0
  routed_wire_length_per_instance_um: 12.75
  drc: 0
  antenna_violating_nets_post_route: 0
  dr.pass1.iters: 4
  number_of_violations_reported_at_the_end_of_detailed_routing_iteration_0: 29
  routed_via_density: 4.969
clock_network:
  cts_setup_buffers: 0
  cts-resized-gates: 0
  cts-hold-fix-buffers: 0
worst_setup_path:
  cp.required_ps: 9760
  worst-setup-path-type: "input pin to output port"
  longest_individual_stage_delay_on_the_worst_path_ps: 530
  worst_setup_path_end_kind: "output port"
  worstSetupStartpoint: "a[5]"
  critPathLaunchType: "input pin"
  cp_cell_sequence: "clkdlybuf4s50_1 > and2_1 > fa_1 > inv_1 > fa_1 > inv_1 > fa_1 > inv_1 > fa_1 > inv_1 > ha_1 > and3_1 > a211oi_2 > nand2b_2 > a31oi_2 > xnor2_1 > clkdlybuf4s50_1"
  worst_path_fanout_max: 8
  arrival_time_at_the_worst_endpoint_ps: 7270
  cp-endpoint: "q[14]"
  critical-path-slowest-cell: "clkdlybuf4s50_1"
power_and_ir_drop:
  p_leak_nw: 1.192
  power_per_cell_area_nw_per_um2: 132.4
  power.ir.vdd_worst_mv: 0.08002
flow_run:
  openroad.warnings: 32
  number_of_max_cap_violations: 0
## per-stage QoR
| stage | cell area, um2 | setup WS [ps] | power, mW | util | hold slack [ps] |
|---|---|---|---|---|---|
| after global placement | 2326 | 2493 | 0.3115 | 0.5164 | 6042 |
| after floorplan | 1941 | 3739 | 0.1777 | - | 4952 |
| after detailed placement | 2326 | 2487 | 0.3114 | 0.5164 | 6029 |
| final | 2326 | 2495 | 0.3081 | 0.5164 | 6010 |
| after CTS | 2326 | 2464 | 0.3130 | 0.5164 | 6029 |
| after global routing | 2326 | 2258 | 0.3542 | 0.5164 | 6081 |
## how the worst min path moves through the flow
stage / endpoint / cells after the start / from / slack, ps
final: q[0] / 3 / a[0] / 6010
after global routing: q[0] / 3 / b[0] / 6080
after CTS: q[0] / 3 / a[0] / 6030
## area by class of cell
class                      instances  area, um2  share of cell area
multi-input combinational        174       1809              0.7778
tap                               52      65.06             0.02797
inverter                          35      131.4             0.05648
timing repair buffer              32      320.3              0.1377
## power breakdown
| group | leakage [nW] | total, mW | internal (mW) | switching (mW) |
|---|---|---|---|---|
| clock | 0 | 0 | 0 | 0 |
| sequential | 0 | 0 | 0 | 0 |
| combinational | 1.19 | 0.308 | 0.177 | 0.131 |
| total | 1.19 | 0.308 | 0.177 | 0.131 |
## logic make-up (layout without fill, tap and decap cells)
| kind of cell | Yosys count | count (layout) | share of synthesized area |
|---|---|---|---|
| compound gates | 16 | 16 | 0.06705 |
| fa+ha+maj | 69 | 69 | 0.5919 |
| xor+xnor | 10 | 10 | 0.04513 |
| buf+inv | 35 | 67 | 0.06770 |
| simple gates | 79 | 79 | 0.2282 |
## cell usage after synthesis
cell type / count
inv_1: 35
and3_2: 1
or2_2: 1
fa_1: 38
o21ai_0: 3
a211oi_2: 1
or3_1: 1
a21oi_1: 5
o41ai_2: 2
nand2_2: 1
nor3_1: 1
o21ai_2: 1
and2_1: 47
nand2b_2: 1
and3_1: 2
nand3_1: 1
ha_1: 31
xnor2_1: 6
nand2b_1: 1
nor2_1: 1
o31a_1: 1
xor2_1: 4
a31oi_2: 1
nand2_1: 20
nand4_1: 1
a21o_1: 2
## routing by layer
metal | vias to the layer above | share of wire | GRT usage | wire, um
li1 | 725 | - | - | -
met4 | 0 | 0 | 0 | 0
met1 | 702 | 0.47 | 0.2678 | 1767
met2 | 29 | 0.49 | 0.2830 | 1840
met5 | - | 0 | 0 | 0
met3 | 0 | 0.035 | 0.005706 | 129
## worst max-delay path, delay by kind of cell
kind | cells | cell delay (ps)
fa+ha+maj | 5 | 2440
xor+xnor | 1 | 140
buf+inv | 6 | 1210
compound gates | 2 | 470
simple gates | 3 | 570
Power figures rest on the tool's default switching activity, not on a simulated workload.
