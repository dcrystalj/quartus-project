`config.mk`:
```
export PLATFORM = sky130hd
export DESIGN_NAME = trifid
export DESIGN_NICKNAME = trifid
export VERILOG_FILES = /design/flow/design.v
export SDC_FILE = /design/flow/constraint.sdc
export NUM_CORES = 4
export LEC_CHECK = 1
export CORE_UTILIZATION = 30
export SYNTH_MEMORY_MAX_BITS = 65536
```
`design.v`:
```
module de_transposer (
    input [5:0] data0,
    input [5:0] data1,
    input [5:0] data2,
    input [5:0] data3,
    input [5:0] data4,
    input [5:0] data5,
    input [5:0] data6,
    input [5:0] data7,
    input [5:0] data8,
    input [5:0] data9,
    input [5:0] data10,
    input [5:0] data11,
    input [5:0] data12,
    input [5:0] data13,
    input [5:0] data14,
    input [5:0] data15,
    input [5:0] data16,
    input [5:0] data17,
    output reg [5:0] out0,
    output reg [5:0] out1,
    output reg [5:0] out2,
    output reg [5:0] out3,
    output reg [5:0] out4,
    output reg [5:0] out5,
    output reg [5:0] out6,
    output reg [5:0] out7,
    output reg [5:0] out8,
    output reg [5:0] out9,
    output reg [5:0] out10,
    output reg [5:0] out11,
    output reg [5:0] out12,
    output reg [5:0] out13,
    output reg [5:0] out14,
    output reg [5:0] out15,
    output reg [5:0] out16,
    output reg [5:0] out17
);
always @(*) begin
     out0 <= {data0[5:4], data6[5:4], data12[5:4]};
    out1 <= {data0[3:2], data6[3:2], data12[3:2]};
    out2 <= {data0[1:0], data6[1:0], data12[1:0]};
    out3 <= {data1[5:4], data7[5:4], data13[5:4]};
    out4 <= {data1[3:2], data7[3:2], data13[3:2]};
    out5 <= {data1[1:0], data7[1:0], data13[1:0]};
    out6 <= {data2[5:4], data8[5:4], data14[5:4]};
    out7 <= {data2[3:2], data8[3:2], data14[3:2]};
    out8 <= {data2[1:0], data8[1:0], data14[1:0]};
    out9  <= {data3[5:4], data9[5:4], data15[5:4]};
    out10 <= {data3[3:2], data9[3:2], data15[3:2]};
    out11 <= {data3[1:0], data9[1:0], data15[1:0]};
    out12 <= {data4[5:4], data10[5:4], data16[5:4]};
    out13 <= {data4[3:2], data10[3:2], data16[3:2]};
    out14 <= {data4[1:0], data10[1:0], data16[1:0]};
    out15 <= {data5[5:4], data11[5:4], data17[5:4]};
    out16 <= {data5[3:2], data11[3:2], data17[3:2]};
    out17 <= {data5[1:0], data11[1:0], data17[1:0]};
end
endmodule
module decoder (
    input [5:0] data,
    output reg [7:0] cipher
);
always @(data)
    case (data)
        6'b101001: cipher = 8'b01000001;  
        6'b000110: cipher = 8'b01000010;  
        6'b001001: cipher = 8'b01000011;  
        6'b010101: cipher = 8'b01000100;  
        6'b100000: cipher = 8'b01000101;  
        6'b000000: cipher = 8'b01000110;  
        6'b010001: cipher = 8'b01000111;  
        6'b100101: cipher = 8'b01001000;  
        6'b101010: cipher = 8'b01001001;  
        6'b000100: cipher = 8'b01001010;  
        6'b100110: cipher = 8'b01001011;  
        6'b011000: cipher = 8'b01001100;  
        6'b010010: cipher = 8'b01001101;  
        6'b100001: cipher = 8'b01001110;  
        6'b001000: cipher = 8'b01001111;  
        6'b011001: cipher = 8'b01010000;  
        6'b101000: cipher = 8'b01010001;  
        6'b000001: cipher = 8'b01010010;  
        6'b001010: cipher = 8'b01010011;  
        6'b011010: cipher = 8'b01010100;  
        6'b100100: cipher = 8'b01010101;  
        6'b010000: cipher = 8'b01010110;  
        6'b010110: cipher = 8'b01010111;  
        6'b000101: cipher = 8'b01010111;  
        6'b000010: cipher = 8'b01010111;  
        6'b010100: cipher = 8'b01010111;  
        default:   cipher = 8'b00101110;  
    endcase
endmodule
module encoder (
    input [7:0] data,
    output reg [5:0] cipher
);
always @(data)
    case (data)
        8'b01000001: cipher = 6'b101001;  
        8'b01000010: cipher = 6'b000110;  
        8'b01000011: cipher = 6'b001001;  
        8'b01000100: cipher = 6'b010101;  
        8'b01000101: cipher = 6'b100000;  
        8'b01000110: cipher = 6'b000000;  
        8'b01000111: cipher = 6'b010001;  
        8'b01001000: cipher = 6'b100101;  
        8'b01001001: cipher = 6'b101010;  
        8'b01001010: cipher = 6'b000100;  
        8'b01001011: cipher = 6'b100110;  
        8'b01001100: cipher = 6'b011000;  
        8'b01001101: cipher = 6'b010010;  
        8'b01001110: cipher = 6'b100001;  
        8'b01001111: cipher = 6'b001000;  
        8'b01010000: cipher = 6'b011001;  
        8'b01010001: cipher = 6'b101000;  
        8'b01010010: cipher = 6'b000001;  
        8'b01010011: cipher = 6'b001010;  
        8'b01010100: cipher = 6'b011010;  
        8'b01010101: cipher = 6'b100100;  
        8'b01010110: cipher = 6'b010000;  
        8'b01010111: cipher = 6'b010110;  
        8'b01011000: cipher = 6'b000101;  
        8'b01011001: cipher = 6'b000010;  
        8'b01011010: cipher = 6'b010100;  
        default:     cipher = 6'b100010;  
    endcase
endmodule
module extra (
    input crypt,
    input [5:0] transposed0,
    input [5:0] transposed1,
    input [5:0] transposed2,
    input [5:0] transposed3,
    input [5:0] transposed4,
    input [5:0] transposed5,
    input [5:0] transposed6,
    input [5:0] transposed7,
    input [5:0] transposed8,
    input [5:0] transposed9,
    input [5:0] transposed10,
    input [5:0] transposed11,
    input [5:0] transposed12,
    input [5:0] transposed13,
    input [5:0] transposed14,
    input [5:0] transposed15,
    input [5:0] transposed16,
    input [5:0] transposed17,
    input [5:0] de_transposed0,
    input [5:0] de_transposed1,
    input [5:0] de_transposed2,
    input [5:0] de_transposed3,
    input [5:0] de_transposed4,
    input [5:0] de_transposed5,
    input [5:0] de_transposed6,
    input [5:0] de_transposed7,
    input [5:0] de_transposed8,
    input [5:0] de_transposed9,
    input [5:0] de_transposed10,
    input [5:0] de_transposed11,
    input [5:0] de_transposed12,
    input [5:0] de_transposed13,
    input [5:0] de_transposed14,
    input [5:0] de_transposed15,
    input [5:0] de_transposed16,
    input [5:0] de_transposed17,
    output reg [5:0] extra0,
    output reg [5:0] extra1,
    output reg [5:0] extra2,
    output reg [5:0] extra3,
    output reg [5:0] extra4,
    output reg [5:0] extra5,
    output reg [5:0] extra6,
    output reg [5:0] extra7,
    output reg [5:0] extra8,
    output reg [5:0] extra9,
    output reg [5:0] extra10,
    output reg [5:0] extra11,
    output reg [5:0] extra12,
    output reg [5:0] extra13,
    output reg [5:0] extra14,
    output reg [5:0] extra15,
    output reg [5:0] extra16,
    output reg [5:0] extra17
);
always @ (*) begin
if (~crypt) begin
	extra0 <= transposed0; 
    extra1 <= transposed1; 
    extra2 <= transposed2; 
    extra3 <= transposed3; 
    extra4 <= transposed4; 
    extra5 <= transposed5; 
    extra6 <= transposed6; 
    extra7 <= transposed7; 
    extra8 <= transposed8; 
    extra9 <= transposed9; 
    extra10 <= transposed10; 
    extra11 <= transposed11; 
    extra12 <= transposed12; 
    extra13 <= transposed13; 
    extra14 <= transposed14; 
    extra15 <= transposed15; 
    extra16 <= transposed16; 
    extra17 <= transposed17;
end else begin 
    extra0 <= de_transposed0; 
    extra1 <= de_transposed1; 
    extra2 <= de_transposed2; 
    extra3 <= de_transposed3; 
    extra4 <= de_transposed4; 
    extra5 <= de_transposed5; 
    extra6 <= de_transposed6; 
    extra7 <= de_transposed7; 
    extra8 <= de_transposed8; 
    extra9 <= de_transposed9; 
    extra10 <= de_transposed10; 
    extra11 <= de_transposed11; 
    extra12 <= de_transposed12; 
    extra13 <= de_transposed13; 
    extra14 <= de_transposed14; 
    extra15 <= de_transposed15; 
    extra16 <= de_transposed16; 
    extra17 <= de_transposed17;
end end
endmodule
module transposer (
    input [5:0] data0,
    input [5:0] data1,
    input [5:0] data2,
    input [5:0] data3,
    input [5:0] data4,
    input [5:0] data5,
    input [5:0] data6,
    input [5:0] data7,
    input [5:0] data8,
    input [5:0] data9,
    input [5:0] data10,
    input [5:0] data11,
    input [5:0] data12,
    input [5:0] data13,
    input [5:0] data14,
    input [5:0] data15,
    input [5:0] data16,
    input [5:0] data17,
    output reg [5:0] out0,
    output reg [5:0] out1,
    output reg [5:0] out2,
    output reg [5:0] out3,
    output reg [5:0] out4,
    output reg [5:0] out5,
    output reg [5:0] out6,
    output reg [5:0] out7,
    output reg [5:0] out8,
    output reg [5:0] out9,
    output reg [5:0] out10,
    output reg [5:0] out11,
    output reg [5:0] out12,
    output reg [5:0] out13,
    output reg [5:0] out14,
    output reg [5:0] out15,
    output reg [5:0] out16,
    output reg [5:0] out17
);
always @(*) begin
    out0 <= {data0[5:4], data1[5:4], data2[5:4]};
    out1 <= {data3[5:4], data4[5:4], data5[5:4]};
    out2 <= {data6[5:4], data7[5:4], data8[5:4]};
    out3 <= {data9[5:4], data10[5:4], data11[5:4]};
    out4 <= {data12[5:4], data13[5:4], data14[5:4]};
    out5 <= {data15[5:4], data16[5:4], data17[5:4]};
    out6 <= {data0[3:2], data1[3:2], data2[3:2]};
    out7 <= {data3[3:2], data4[3:2], data5[3:2]};
    out8 <= {data6[3:2], data7[3:2], data8[3:2]};
    out9 <= {data9[3:2], data10[3:2], data11[3:2]};
    out10<= {data12[3:2], data13[3:2], data14[3:2]};
    out11<= {data15[3:2], data16[3:2], data17[3:2]};
    out12 <= {data0[1:0], data1[1:0], data2[1:0]};
    out13 <= {data3[1:0], data4[1:0], data5[1:0]};
    out14 <= {data6[1:0], data7[1:0], data8[1:0]};
    out15 <= {data9[1:0], data10[1:0], data11[1:0]};
    out16<= {data12[1:0], data13[1:0], data14[1:0]};
    out17<= {data15[1:0], data16[1:0], data17[1:0]};
end
endmodule
module trifid(
    input ready,
    input clk,
	 input crypt,  
    input [7:0] data0,
    input [7:0] data1,
    input [7:0] data2,
    input [7:0] data3,
    input [7:0] data4,
    input [7:0] data5,
    input [7:0] data6,
    input [7:0] data7,
    input [7:0] data8,
    input [7:0] data9,
    input [7:0] data10,
    input [7:0] data11,
    input [7:0] data12,
    input [7:0] data13,
    input [7:0] data14,
    input [7:0] data15,
    input [7:0] data16,
    input [7:0] data17,
    output reg done,
    output reg [7:0] cipher0,
    output reg [7:0] cipher1,
    output reg [7:0] cipher2,
    output reg [7:0] cipher3,
    output reg [7:0] cipher4,
    output reg [7:0] cipher5,
    output reg [7:0] cipher6,
    output reg [7:0] cipher7,
    output reg [7:0] cipher8,
    output reg [7:0] cipher9,
    output reg [7:0] cipher10,
    output reg [7:0] cipher11,
    output reg [7:0] cipher12,
    output reg [7:0] cipher13,
    output reg [7:0] cipher14,
    output reg [7:0] cipher15,
    output reg [7:0] cipher16,
    output reg [7:0] cipher17
);
wire [5:0] coded0, coded1, coded2, coded3, coded4, coded5, coded6, coded7, coded8, coded9, coded10, coded11, coded12, coded13, coded14, coded15, coded16, coded17;
wire [5:0] transposed0, transposed1, transposed2, transposed3, transposed4, transposed5, transposed6, transposed7, transposed8, transposed9, transposed10, transposed11, transposed12, transposed13, transposed14, transposed15, transposed16, transposed17;
wire [5:0] de_transposed0, de_transposed1, de_transposed2, de_transposed3, de_transposed4, de_transposed5, de_transposed6, de_transposed7, de_transposed8, de_transposed9, de_transposed10, de_transposed11, de_transposed12, de_transposed13, de_transposed14, de_transposed15, de_transposed16, de_transposed17;
wire [5:0] extra0, extra1, extra2, extra3, extra4, extra5, extra6, extra7, extra8, extra9, extra10, extra11, extra12, extra13, extra14, extra15, extra16, extra17;
wire [7:0] decoded0, decoded1, decoded2, decoded3, decoded4, decoded5, decoded6, decoded7, decoded8, decoded9, decoded10, decoded11, decoded12, decoded13, decoded14, decoded15, decoded16, decoded17;
encoder e0 (data0, coded0);
encoder e1 (data1, coded1);
encoder e2 (data2, coded2);
encoder e3 (data3, coded3);
encoder e4 (data4, coded4);
encoder e5 (data5, coded5);
encoder e6 (data6, coded6);
encoder e7 (data7, coded7);
encoder e8 (data8, coded8);
encoder e9 (data9, coded9);
encoder e10 (data10, coded10);
encoder e11 (data11, coded11);
encoder e12 (data12, coded12);
encoder e13 (data13, coded13);
encoder e14 (data14, coded14);
encoder e15 (data15, coded15);
encoder e16 (data16, coded16);
encoder e17 (data17, coded17);
transposer t0 (
    coded0, coded1, coded2, coded3, coded4, coded5, coded6, coded7, coded8, coded9, coded10, coded11, coded12, coded13, coded14, coded15, coded16, coded17, 
    transposed0, transposed1, transposed2, transposed3, transposed4, transposed5, transposed6, transposed7, transposed8, transposed9, transposed10, transposed11, transposed12, transposed13, transposed14, transposed15, transposed16, transposed17
); 
de_transposer de_t0 (
    coded0, coded1, coded2, coded3, coded4, coded5, coded6, coded7, coded8, coded9, coded10, coded11, coded12, coded13, coded14, coded15, coded16, coded17, 
    de_transposed0, de_transposed1, de_transposed2, de_transposed3, de_transposed4, de_transposed5, de_transposed6, de_transposed7, de_transposed8, de_transposed9, de_transposed10, de_transposed11, de_transposed12, de_transposed13, de_transposed14, de_transposed15, de_transposed16, de_transposed17
); 
extra e (
 crypt,
 transposed0, transposed1, transposed2, transposed3, transposed4, transposed5, transposed6, transposed7, transposed8, transposed9, transposed10, transposed11, transposed12, transposed13, transposed14, transposed15, transposed16, transposed17, 
 de_transposed0, de_transposed1, de_transposed2, de_transposed3, de_transposed4, de_transposed5, de_transposed6, de_transposed7, de_transposed8, de_transposed9, de_transposed10, de_transposed11, de_transposed12, de_transposed13, de_transposed14, de_transposed15, de_transposed16, de_transposed17,
 extra0, extra1, extra2, extra3, extra4, extra5, extra6, extra7, extra8, extra9, extra10, extra11, extra12, extra13, extra14, extra15, extra16, extra17
);
decoder d0 (extra0, decoded0);
decoder d1 (extra1, decoded1);
decoder d2 (extra2, decoded2);
decoder d3 (extra3, decoded3);
decoder d4 (extra4, decoded4);
decoder d5 (extra5, decoded5);
decoder d6 (extra6, decoded6);
decoder d7 (extra7, decoded7);
decoder d8 (extra8, decoded8);
decoder d9 (extra9, decoded9);
decoder d10 (extra10, decoded10);
decoder d11 (extra11, decoded11);
decoder d12 (extra12, decoded12);
decoder d13 (extra13, decoded13);
decoder d14 (extra14, decoded14);
decoder d15 (extra15, decoded15);
decoder d16 (extra16, decoded16);
decoder d17 (extra17, decoded17);
always @(posedge clk) begin
    if (ready) begin
       done <= 1'b1;
		 cipher0 <= decoded0;
		 cipher1 <= decoded1;
		 cipher2 <= decoded2;
		 cipher3 <= decoded3;
		 cipher4 <= decoded4;
		 cipher5 <= decoded5;
		 cipher6 <= decoded6;
		 cipher7 <= decoded7;
		 cipher8 <= decoded8;
		 cipher9 <= decoded9;
		 cipher10 <= decoded10;
		 cipher11 <= decoded11;
		 cipher12 <= decoded12;
		 cipher13 <= decoded13;
		 cipher14 <= decoded14;
		 cipher15 <= decoded15;
		 cipher16 <= decoded16;
		 cipher17 <= decoded17;
    end
end
endmodule
```
`constraint.sdc`:
```
current_design trifid

set clk_period 9.0
set clk_io_pct 0.2

create_clock -name clk0 -period $clk_period [get_ports {clk}]

set non_clock_inputs [all_inputs -no_clocks]
set_input_delay [expr $clk_period * $clk_io_pct] -clock clk0 $non_clock_inputs
set_output_delay [expr $clk_period * $clk_io_pct] -clock clk0 [all_outputs]
```
`run.sh`:
```
#!/bin/bash
# OpenROAD 26Q1-2900-gdf79404cd8, Yosys 0.63+post, stock flow scripts
make -C /OpenROAD-flow-scripts/flow DESIGN_CONFIG=/design/flow/config.mk WORK_HOME=/design/flow/orfs finish
```
==> ci_impl_report.md <==
## Implementation flow summary

| Metric | Value |
|---|---|
| Drt initial violations | 1887 |
| Synth Register Bits | 126 |
| Min-delay worst type | input port to flip-flop |
| Core area | about 66000 sq um |
| Top cell area share | around a fifth |
| Vias in the first global route | approximately 17000 |
| Die Ht | approximately 260 um |
| Die area | roughly 68000 sq um |
| Post-CTS sizing | 0 |
| Filler cell count in the final layout | roughly 6800 |
| Yosys cell count | between 2000 and 3000 |
| Sw Ratio | approximately a third |
| Final-report hold violation count | 0 |
| GRT Total Usage | between 10% and 20% |
| VDD IR max | approximately 0.12 mV |
| Critical Path End Type | flip-flop |
| Max-Cap Viols | 0 |
| Pins Over Slew Limit | 0 |
| MI comb area | about 15000 sq um |
| Routed len/inst | 18.9 um |
| Register Area | about 3800 sq um |
| Hpwl dp | ~52000 um |
| CTS buffer count | 17 |
| PD cells | around 100 nW/um^2 |
| Post-synth ARST share | 0% |
| Reg power frac | between 30% and 40% |
| Headroom to the max-slew limit | between 40% and 50% |
| Outcome | complete, no violations |
| Htree depth | 4 |
| Clk sinks | between 100 and 150 |
| Port Buf Inserts | 272 |
| Ys flop type | edfxtp_1 |
| Root Driver | clkbuf_16 |
| Antenna-violating nets left | 0 |
| Int Pwr | between 1.5 and 2 mW |
| Layout cells sized above 1 | just under 7% |
| Fin Setup TNS | 0 ns |
| Vias | 19700 |
| CTS tree | built |
| Top-Level Pins | 292 |
| Crit path DAT | 5.67 ns |
| Global route total overflow | 0 |
| Distinct lib cells | 105 |
| Pleak | about 9.1 nW |
| Synth Cell Area | between 20000 and 25000 sq um |
| Post-CTS Hold Buffers | 0 |
| Area delta synth->final | 18.6% |
| Setup violations, final | 0 |
| Total tool warning count | around 190 |
| RSZ-0062 raised after global routing | false |
| Via-to-Cell Ratio | 5.49 |
| Clock-pin slew on the worst setup and hold paths | 0.07 ns |
| Logic pwr share | a little under two fifths |
| Yosys top cell by area | edfxtp_1 |
| CP required | 9.23 ns |
| Crit path max fanout | 10 |
| Row Count | roughly 94 |
| Post-CTS setup buffers | 0 |
| Max Clk Rate | 0.184 GHz |
| Die W | around 260 um |
| RD Place Congestion | approximately 0.94 |
| Critical Setup Path Class | input port to flip-flop |
| Antenna violations before repair | 19 |
| Clk pwr share | between 30 and 40% |
| Top cells by area | edfxtp_1, ha_1, o21ai_0 |
| Cells after Synth | ~2500 |
| Seq/Total Area, Yosys | between 10% and 20% |
| Drt pass-1 iters | 25 |
| Yosys warns | 6 |
| Floorplan utilization | between 30% and 40% |
| Largest net degree at the start of global routing | slightly above 50 |
| Crit share post-route | between 60% and 70% |
| Global-route wire length before repair | 102000 um |
| Crit start category | input port |
| DR DRC count | 0 |
| Synth Area per Inst | 7.94 sq um |
| Min cycle time layout | 5.44 ns |
| Yosys stat area | between 20000 and 25000 sq um |
| EDFF count, synth | approximately 130 |
| Net switching power | about 0.8 mW |
| Clk buf depth | 2 |
| Routed WL | 67800 um |
| Worst slew pin tran | around 0.86 ns |
| Pwr Total | 2.40 mW |
==> worst paths after layout <==
kind,startpoint,end,slack [ns],cells after the start
worst max-delay path,data14[0],cipher16[4],3.56,14
worst min-delay path,ready,cipher7[0],1.74,1
==> layout make-up <==
cell class                      instances  share of cell area (%)
Antenna cell                            6                  0.0629
Clock buffer                           19                    1.81
Clock inverter                         13                   0.618
Inverter                              158                    2.48
Multi-Input combinational cell       2087                    62.1
Sequential cell                       126                    15.8
Tap cell                              864                    4.53
Timing Repair Buffer                  309                    12.6
==> cell usage in the layout (no fill, tap or decap), types with 37 or more instances in the layout <==
master	instances
buf_4	38
clkdlybuf4s50_1	270
o21ai_0	172
nand3_1	42
nor2_1	205
nand2b_1	73
a21oi_1	155
inv_1	151
nor2b_1	75
a211oi_1	37
edfxtp_1	126
mux2i_1	78
ha_1	203
o22ai_1	79
o211ai_1	47
nand2_1	210
==> per-stage QoR <==
stage	setup slack, ns	cell area, sq um	cells	hold WS, ns	util [%]
6_report	3.56	23900	3582	1.74	36.1
5_1_grt	3.29	23900	3580	1.75	36.1
4_1_cts	3.61	23900	3576	1.73	36.1
3_5_place_dp	3.05	23300	3544	2.26	35.2
3_3_place_gp	3.09	23300	3544	2.25	35.2
2_1_floorplan	4.47	20200	2552	1.91	-
==> synthesized netlist by cell type (10+ instances only) <==
library cell  count
o32a_1           13
a31oi_1          31
mux4_2           14
and3_1           10
a22oi_1          30
a22o_1           10
o221ai_1         22
o2bb2ai_1        14
inv_1           152
o211ai_1         47
a211oi_1         37
o2111ai_1        11
nor3b_1          23
buf_4            40
a2bb2oi_1        27
and2_1           30
o31ai_1          23
o21ai_1          24
nand2b_1         73
a31o_2           11
buf_2            93
xnor2_1          28
nor2b_1          75
o21ai_0         172
nor3_1           35
o32ai_1          22
o21a_1           22
o22ai_1          79
mux2_2           32
o22a_1           27
a21oi_1         155
a21o_1           12
nand3b_1         20
mux2i_1          78
ha_1            203
nand3_1          42
xor2_1           17
nor2_1          205
or3_1            10
edfxtp_1        126
nand2_1         210
clkbuf_1         40
==> worst max-delay path, cell delays in order <==
cell and delay, ns:
clkdlybuf4s50_1 0.68, inv_1 0.16, ha_1 0.37, or2_2 0.28, a211oi_1 0.21, o21ai_0 0.27
o22ai_1 0.64, inv_1 0.18, ha_1 0.40, inv_1 0.09, mux2i_1 0.14, o22ai_1 0.10
a211oi_1 0.25, o21bai_1 0.08
==> layer usage <==
| metal | wire length (um) | global-route usage [%] | up-vias |
|---|---|---|---|
| met5 | 179 | 0 | - |
| met3 | 5500 | 5.67 | 83 |
| li1 | - | - | 9762 |
| met2 | 30900 | 30.1 | 688 |
| met4 | 1520 | 4.17 | 28 |
| met1 | 29700 | 28.2 | 9089 |
==> registers in the layout, summed over array words and instances (netlist names) <==
signal	count
cipher0	7
cipher10	7
cipher11	7
cipher12	7
cipher13	7
cipher14	7
cipher15	7
cipher16	7
cipher17	7
cipher1	7
cipher2	7
cipher3	7
cipher4	7
cipher5	7
cipher6	7
cipher7	7
cipher8	7
cipher9	7
==> logic make-up (layout without fill, tap and decap cells) <==
logic type	Yosys count	after routing	synth area share, %
xor gates and xnor gates	45	45	1.96
other	2	25	0.0373
muxes	128	128	7.47
adders and majority gates	203	203	12.6
AOI/OAI and AO/OA	915	915	32.1
buffers and inverters	339	499	7.85
DFF	126	126	18.8
and+or+nand+nor	777	777	19.1
==> power by group through the flow <==
stage | Clock, mW | Sequential (mW) | Combinational [mW]
4_1_cts | 0.758 | 0.754 | 0.919
5_1_grt | 0.771 | 0.761 | 1.01
6_report | 0.728 | 0.752 | 0.919
No activity file was given, so power comes from the tool's default toggle rates.
